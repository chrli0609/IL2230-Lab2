[flow/constraint.sdc]
current_design fully_parallel

set clk_period 1.0
set clk_io_pct 0.2

create_clock -name clk0 -period $clk_period [get_ports {clk}]

set non_clock_inputs [all_inputs -no_clocks]
set_input_delay [expr $clk_period * $clk_io_pct] -clock clk0 $non_clock_inputs
set_output_delay [expr $clk_period * $clk_io_pct] -clock clk0 [all_outputs]
[flow/design.v]
module fully_parallel #(parameter N = 2, parameter QM = 3, parameter QN = 5, parameter WM = 6, parameter WN = 10) (
    input logic clk, rst_n,
    input logic signed [QM + QN - 1:0] in [N-1:0],
    input logic signed [WM + WN - 1:0] weights [N-1:0],
    input logic signed [QM + QN - 1:0] bias,
    output logic [QM + QN - 1:0] out
);
logic [QM + QN + WM + WN + N - 1:0] mac_out [N-1:0];
logic no_overflow, no_underflow;
logic signed [QM + QN - 1:0] mac_final;
logic [QM + QN - 1:0] out_not_registered;
logic signed [QM + QN + WM +WN + N - 1:0] bias_feedback;
assign bias_feedback = $signed({bias}) << WN;
genvar i;
generate
    for (i = 0; i < N; i++) begin
        if (i == 0) MAC #(N, QM, QN, WM, WN) mac (in[i], weights[i], bias_feedback, mac_out[i]);
        else MAC #(N, QM, QN, WM, WN) mac (in[i], weights[i], mac_out[i-1], mac_out[i]);
    end
endgenerate
always_comb begin
    no_overflow = ~|mac_out[N-1][QM + QN + WM + WN + N - 1 : QM + QN + WN - 1];   
    no_underflow = &mac_out[N-1][QM + QN + WM + WN + N - 1 : QM + QN + WN - 1];
    if (no_overflow | no_underflow) begin
        mac_final = $signed(mac_out[N-1][QM + QN + WN - 1 : WN]);
    end else begin
      if (mac_out[N-1][QM + QN + WM + WN + N - 1])
        mac_final = -(2**(QM + QN - 1));
      else
        mac_final = 2**(QM + QN - 1) - 1;
    end
end
ReLU #(N, QM, QN) my_func (mac_final, out_not_registered);
always_ff @(posedge clk, negedge rst_n) begin
    if (!rst_n) begin
        out <= 0;
    end
    else out <= out_not_registered;
end
endmodule
module MAC #(parameter N = 2, parameter QM = 12, parameter QN = 20, parameter WM = 6, parameter WN = 10)(
    input logic signed [QM + QN - 1:0] in,
    input logic signed [WM + WN - 1:0] weights,
    input logic signed [QM + QN + WM + WN + N - 1 : 0] feedback,
    output logic signed [QM + QN + WM + WN + N - 1:0] out
);
localparam SF = 2.0**-QN;
logic signed [QM + QN + WM + WN - 1 : 0] prod;
always_comb begin
    prod = in * weights;
    out = prod + feedback;
end
endmodule
module ReLU #(parameter N = 2, parameter QM = 12, parameter QN = 20) (
  input logic [QM + QN - 1:0] in,
  output logic [QM + QN - 1:0] out
);
  always_comb begin
    out = in[QM + QN - 1] ? 0 : in;
  end
endmodule
module semi_serial #(
    parameter N  = 2,
    parameter QM = 12,
    parameter QN = 20,
    parameter WM = 6,
    parameter WN = 10,
    parameter K  = 2
) (
    input logic clk,
    rst_n,
    input logic signed [QM + QN - 1:0] in[N-1:0],
    input logic signed [WM + WN - 1:0] weights[N-1:0],
    input logic signed [QM + QN - 1:0] bias,
    output logic [QM + QN - 1:0] out,
    output logic done
);
  logic signed [QM + QN + WM + WN + N - 1 : 0] partial_sum,
      feedback_reg[K-1:0],
      feedback_next[K-1:0],
      mac_out[K-1:0];
  logic [$clog2(N + K):0] i_reg, i_next;
  logic done_next;
  logic [QM + QN - 1:0] out_next;
  enum logic [1:0] {
    MultAcc = 2'b00,
    Bias = 2'b01,
    ActFunc = 2'b10
  }
      curr_state, next_state;
  logic signed [QM + QN - 1:0] mac_in[K-1:0];
  logic signed [WM + WN - 1:0] mac_weight[K-1:0];
  logic no_overflow, no_underflow;
  logic [QM + QN - 1:0] mac_final;
  logic [QM + QN - 1:0] out_not_registered;
  ReLU #(N, QM, QN) my_func (
      mac_final,
      out_not_registered
  );
  genvar k;
  generate
    for (k = 0; k < K; k++) begin
      MAC #(N, QM, QN, WM, WN) mac (
          mac_in[k],
          mac_weight[k],
          feedback_reg[k],
          mac_out[k]
      );
    end
  endgenerate
  always_comb begin
    next_state = curr_state;
    i_next = i_reg;
    done_next = 0;
    case (curr_state)
      MultAcc: begin
        if (i_reg >= N - 1) begin
          next_state = Bias;
        end else begin
          if(i_reg + K >= N - 1)
            next_state = Bias;
          else
            next_state = MultAcc;
          i_next = i_reg + K;
        end
      end
      Bias: begin
        next_state = ActFunc;
      end
      ActFunc: begin
        next_state = MultAcc;
        i_next = 0;
        done_next = 1;
      end
      default: begin
        next_state = MultAcc;
        i_next = 0;
      end
    endcase
  end
  always_comb begin
    no_overflow  = ~|partial_sum[QM+QN+WM+WN+N-1 : QM+QN+WN-1];
    no_underflow = &partial_sum[QM+QN+WM+WN+N-1 : QM+QN+WN-1];
    if (no_overflow | no_underflow) begin
      mac_final = partial_sum[QM+QN+WN-1 : WN];
    end else begin
      if (partial_sum[QM+QN+WM+WN+N-1]) mac_final = -(2 ** (QM + QN - 1));
      else mac_final = 2 ** (QM + QN - 1) - 1;
    end
  end
  always_comb begin
    out_next = 0;
    partial_sum = 0;
    for (int k = 0; k < K; k++) begin
      mac_in[k] = 0;
      mac_weight[k] = 0;
      feedback_next[k] = feedback_reg[k];
    end
    case (curr_state)
      MultAcc: begin
        for (int k = 0; k < K; k++) begin
          if (i_reg + k <=  N-1) begin
            feedback_next[k] = mac_out[k];
            mac_in[k] = in[i_reg + k];
            mac_weight[k] = weights[i_reg + k];
           end
        end
      end
      Bias: begin
        mac_in[0] = bias;
        mac_weight[0] = {0, 1'b1} << WN;
        feedback_next[0] = mac_out[0];
      end
      ActFunc: begin
        for (int k = 0; k < K; k++) begin
          feedback_next[k] = 0;
        end
        for (int k = 0; k < K; k++) begin
          partial_sum = partial_sum + feedback_reg[k];
        end
        out_next = out_not_registered;
      end
      default: begin
        for (int k = 0; k < K; k++) begin
          feedback_next[k] = 0;
        end
      end
    endcase
  end
  always_ff @(posedge clk, negedge rst_n) begin
    if (!rst_n) begin
      curr_state <= MultAcc;
      for (int k = 0; k < K; k++) begin
        feedback_reg[k] <= 0;
      end
      i_reg <= 0;
      done <= 0;
      out <= 0;
    end else begin
      curr_state <= next_state;
      for (int k = 0; k < K; k++) begin
        feedback_reg[k] <= feedback_next[k];
      end
      i_reg <= i_next;
      done <= done_next;
      out <= out_next;
    end
  end
endmodule
[flow/config.mk]
export PLATFORM = sky130hd
export DESIGN_NAME = fully_parallel
export DESIGN_NICKNAME = fully_parallel
export VERILOG_FILES = /design/flow/design.v
export SDC_FILE = /design/flow/constraint.sdc
export NUM_CORES = 4
export LEC_CHECK = 1
export CORE_UTILIZATION = 30
export SYNTH_HDL_FRONTEND = slang
[flow/run.sh]
#!/bin/bash
# OpenROAD 26Q1-2900-gdf79404cd8, Yosys 0.63+post, stock flow scripts
make -C /OpenROAD-flow-scripts/flow DESIGN_CONFIG=/design/flow/config.mk WORK_HOME=/design/flow/orfs finish
==> ci_impl_report.md <==
## Implementation flow summary

| Metric | Value |
|---|---|
| Largest net degree at the start of global routing | `13` |
| Max cap viols | `0` |
| Post-Syn Area | `9790 sq um` |
| Fraction of layout cells with a size suffix above 1 | `0.346` |
| Post-synthesis sequential area ratio | `0.0179` |
| Flops & latches, synth | `7` |
| I/O pin count | `66` |
| Mux frac, synth | `0` |
| Final WS setup | `-4.51 ns` |
| Distinct cells, synth | `53` |
| Port bufs | `64` |
| Worst path bufs/invs | `8` |
| Period Utilization, post-route | `5.51` |
| Cells after DPL | `1685` |
| Inserted Clock Buffers | `3` |
| Top cells, area | `fa_1 (55%), inv_1 (11%), ha_1 (8.4%)` |
| Biggest area consumer among synthesized cells | `fa_1` |
| Core area | `31800 sq um` |
| Post-placement setup slack | `-5.36 ns` |
| Root Buffer | `clkbuf_16` |
| Fmax | `181 MHz` |
| Cells along the critical path | `buf_2 > buf_6 > and2_4 > fa_1 > inv_1 > fa_1 > fa_1 > inv_1 > fa_1 > fa_1 > inv_1 > fa_1 > inv_2 > ha_4 > and4_4 > buf_4 > a32oi_4 > buf_6 > o31a_1 > o32a_1 > o2111a_2 > a41oi_2` |
| Chip width | `183 um` |
| Dominant comb cell | `adder cells` |
| WL/cell | `14.2 um` |
| Critical Path RT | `1.14 ns` |
| Clk buf depth | `2` |
| DR vias | `7706` |
| Setup crit end kind | `register` |
| # rows | `65` |
| Drt initial violations | `223` |
| Final Max Tran Viols | `0` |
| Die area | `33300 sq um` |
| First-pass GRT wire length | `40800 um` |
| Detailed placer's ending HPWL | `21300 um` |
| Adder share | `0.635` |
| CTS tree | `yes` |
| Residual DRC count | `0` |
| Most frequent CP cell | `fa_1` |
| Avg Cell Area, Syn | `9.32 sq um` |
| Synth Area in XOR/XNOR | `0.0194` |
| Final setup viols | `7` |
| WL final | `24800 um` |
| Min-Delay Path Class | `primary input to asynchronous set/reset pin` |
| Diodes inserted | `0` |
| AO/OA Area Share | `0.0529` |
| Tmin final | `5.51 ns` |
| Fin. Hold Viols | `0` |
| Largest regs | `out x7` |
| Setup TNS | `-31.34 ns` |
| Final hold slack | `0.226 ns` |
| Ys cells | `1050` |
| Clock sinks | `7` |
| Failing checks | `setup timing` |
| H-Tree Depth | `1` |
| Avg Vias per Cell | `4.41` |
| Final ANT Viol Nets | `0` |
| RSZ-0062 raised after global routing | `true` |
| Arr. time, crit path | `5.65 ns` |
| Ys Warns | `0` |
| Die height | `183 um` |
| Vias in the first global route | `8173` |
| Hold buffers post-CTS | `0` |
| Simple share | `0.158` |
| DR pass1 iterations | `4` |
| Worst-Margin Slew | `0.496 ns` |
| Total GRT Usage | `0.165` |
| Outcome | `complete, but fails checks` |
| Reg with most FFs | `out` |
| Finished Layout Cells | `1748` |
| Reg clk slew, reported paths | `0.03 ns` |
| Crit-path slowest cell | `fa_1` |
| Total congestion overflow | `0` |
| Cell count after synthesis | `1050` |
| Tool warning count | `28` |
| Initial antenna violation count | `0` |
| CP peak stage delay | `0.53 ns` |
| Floorplan Utilization | `0.308` |
| Chip area line of the yosys report | `9790 sq um` |
| Final weighted congestion in routability-driven placement | `0.907` |
| Layout area overhead | `40.7%` |
| Family with the most delay on the worst path | `adder cells` |
| Worst rel slew slack | `0.667` |
| Worst-path fanout max | `8` |
| Max reg flops | `7` |
| Top cell area share | `0.550` |
| Worst setup path class | `primary input to register` |
| Startpoint Class | `primary input` |
-- through the flow --
stage	util	area [sq um]
2_1_floorplan	-	10000
3_3_place_gp	0.388	12300
3_5_place_dp	0.388	12300
4_1_cts	0.418	13300
5_1_grt	0.433	13800
6_report	0.433	13800
-- synthesized netlist by cell type, drive strengths merged --
library cell / n
o2111ai: 2
nand3: 5
nor3: 6
o21ai: 16
a221o: 1
fa: 269
a41oi: 8
inv: 278
and3: 2
a221oi: 2
nand2: 131
a31oi: 2
o211ai: 1
or2: 2
ha: 66
o32a: 1
a211oi: 2
nor2: 32
a21o: 4
and2: 114
buf: 2
a32oi: 2
o2111a: 1
o31a: 2
conb: 1
o221ai: 1
a21oi: 23
o21a: 2
o22ai: 1
and4: 1
o31ai: 1
nand4: 6
xor2: 8
clkinv: 1
dfrtp: 7
nand2b: 12
xnor2: 12
nor2b: 1
clkbuf: 21
nor3b: 1
-- logic make-up after synthesis --
| kind of cell | Yosys count |
|---|---|
| AOI/OAI and AO/OA | 72 |
| xor gates and xnor gates | 20 |
| other | 1 |
| DFF | 7 |
| and+or+nand+nor | 313 |
| adders and majority gates | 335 |
| buffers and inverters | 302 |
-- final cells by class --
cell class / instances / area [sq um]
Clock buffer: 4 / 78.8
Multi-Input combinational cell: 741 / 9370
Tap cell: 435 / 544
Fill cell: 2923 / 18000
Timing Repair Buffer: 282 / 2550
Inverter: 279 / 1050
Sequential cell: 7 / 175
-- placed cells by master (no fill, tap or decap), types with 15 or more instances in the layout --
cell     count
buf_12      15
buf_2       19
fa_2        22
inv_1      251
buf_6       37
nand2_1    108
nand2_2     18
ha_4        19
and2_1      87
ha_1        47
nor2_1      21
inv_2       26
fa_1       247
buf_4      170
and2_4      26
-- metal layers --
layer,global-route usage,routed length [um],up-vias
met5,0,0,-
met4,0.0171,362,0
met3,0.0614,2290,24
met2,0.258,12000,214
met1,0.233,10200,3867
li1,-,-,3601
-- timing repair --
action / in CTS / in global routing
cloned: 6 / 0
gates resized: 290 / 153
setup buffers: 38 / 19
pin swaps: 110 / 114
setup endpoints to repair: 14 / 7
-- final timing paths --
kind                           to  cells after the start         from  slack (ns)
min                        out[4]                      1        rst_n        0.23
max in group asynchronous  out[3]                      1        rst_n        0.55
max                        out[3]                     22  weights[22]       -4.51
min in group clk0          out[1]                      1       out[1]        0.90
