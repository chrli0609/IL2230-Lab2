File: design/flow/run.sh
#!/bin/bash
# OpenROAD 26Q1-2900-gdf79404cd8, Yosys 0.63+post, stock flow scripts
make -C /OpenROAD-flow-scripts/flow DESIGN_CONFIG=/design/flow/config.mk WORK_HOME=/design/flow/orfs finish
File: design/flow/design.v
module Sigmoid #(parameter N = 2, parameter QM = 6, parameter QN = 10) (
    input logic signed [QM + QN - 1:0] in,
    output logic signed [7:0] out
);
  parameter LUT_BITS = 8;
  parameter LUT_HALF = 2**(LUT_BITS - 1);
  parameter LUT_QN = 5;
  localparam LUT_SF = 2.0**-LUT_QN;
  logic [7:0] lut[LUT_HALF:-LUT_HALF];
  genvar i;
  generate
    for (i = -LUT_HALF; i <= LUT_HALF; i++) begin
      assign lut[i] = (1.0/(1.0 + $exp(-$itor(i) * LUT_SF))) / LUT_SF;
    end
  endgenerate
  logic signed [LUT_BITS:0] target;
  assign target = in[QN + LUT_BITS : QN - LUT_QN];
  always_comb begin
    if ($signed(in[QM + QN - 1 : QN - LUT_QN]) > LUT_HALF) begin
      out = lut[LUT_HALF];
    end else if ($signed(in[QM + QN - 1 : QN - LUT_QN]) > -LUT_HALF) begin
      out = lut[target];
    end else begin
      out = lut[-LUT_HALF];
    end
  end
endmodule
File: design/flow/config.mk
export PLATFORM = sky130hd
export DESIGN_NAME = Sigmoid
export DESIGN_NICKNAME = Sigmoid
export VERILOG_FILES = /design/flow/design.v
export SDC_FILE = /design/flow/constraint.sdc
export NUM_CORES = 4
export LEC_CHECK = 1
export CORE_AREA = 10 10 78 78
export DIE_AREA = 0 0 88 88
export SYNTH_HDL_FRONTEND = slang
File: design/flow/constraint.sdc
current_design Sigmoid

set clk_period 2.8
set clk_io_pct 0.2

create_clock -name clk0 -period $clk_period

set non_clock_inputs [all_inputs -no_clocks]
set_input_delay [expr $clk_period * $clk_io_pct] -clock clk0 $non_clock_inputs
set_output_delay [expr $clk_period * $clk_io_pct] -clock clk0 [all_outputs]
==> results.tsv <==
metric	value	unit
Synth Cell Area	654	um^2
setup violators final	0	
total power	164	uW
routed len/inst	11.2	um
top sig layer	met3	
DRT Wirelength	2.26	mm
n_diodes	0	
DR vias	899	
Synth Warn #	0	
pwr dens	138	mW/mm^2
Leak	0.000522	uW
min Tclk post-route	2.72	ns
worst vdd ir	0.0000276	V
CP Capture Type	output port	
initial antenna violation count	0	
DR iter-0 viols	110	
Setup Crit Path Kind	input port to output port	
routed wire length on met2	1.07	mm
DRC violations left	0	
# Cells Yosys	107	
metal3 WL	129	um
Final Worst Setup Slack	0.0773	ns
hold_sp	in[10]	
hold_buf cts	0	
setup_tns	0	ns
core area	0.00441	mm^2
1st-pass router iterations	4	
Hold Vio Cnt, Final	0	
vias in the first global route	896	
worst stage delay on the critical path	0.30	ns
share of cells above drive strength 1	0.409	
die width	88	um
Post-synth top cells	14 x nand2_1, 12 x nor2_1, 7 x a21oi_1	
Crit Path Max Fanout	5	
Max Slew Vio Count	0	
hold depth	7	
hold endpoint	out[3]	
DP Worst Slack	-0.520	ns
chip area	0.00774	mm^2
clock buffer count	0	
worst-path cell chain	clkdlybuf4s15_2 > buf_6 > inv_1 > ha_2 > o21ai_2 > o221a_1 > o311a_1 > o31ai_2 > clkdlybuf4s15_1	
Slowest-stage cell, CP	o311a_1	
fin crit share	0.972	
Top area cell types	nand2_1 8.0%, nor2_1 6.9%, buf_4 5.7%, ha_1 5.7%, a21oi_1 5.4%	
number of fill cells	471	
Die Span Y	88	um
crit start category	input port	
met1 wire length	1.05	mm
first-pass GRT wire length	3.97	mm
worst path arrival time	2.16	ns
largest net degree at the start of global routing	10	
synth unique cells	39	
top cell type by total area after synthesis	nand2_1	
IO Count	24	
Layout area overhead	81.8	%
type of the most critical hold path	input port to output port	
cell count after synthesis	107	
YS chip area	654	um^2
GPL Wtd Cong	0.887	
placed wire-length estimate	1.83	mm
Synth top cell by count	nand2_1	
GR Overflow Total	0	
fmax	367	MHz
vias per cell	4.47	
RSZ-0062 raised after global routing	false	
Total GRT Usage	0.0594	
Post-DP Area	0.00106	mm^2
tool warning count	39	
register share after synthesis	0	
Critical Path RT	2.24	ns
MaxCap Viol Count	0	
Yosys top cell area share	0.0803	
post-route ant nets	0	
syn_area_per_cell	6.12	um^2
design area	0.00119	mm^2
Port Buf Inserts	16	
fp util	0.148	
outcome	completed	
FF/Latch Area	0	um^2
FP Rows	24	
flip-flop and latch count	0	
final cells by class:
class / instances / area, um^2 / area share
inverters: 5 / 18.8 / 0.0158
multi-input cells: 91 / 647 / 0.544
well taps: 52 / 65.1 / 0.0547
repair buffers: 53 / 459 / 0.386
critical path: cells and delay by family:
family          cells  cell delay (ns)
buf+inv             4             0.59
compound gates      4             0.82
fa+ha+maj           1             0.18
placed cells by master, fill, tap and decap left out, types with 3 or more instances in the layout:
cell type        count
nand4_1              3
nor2_2               3
buf_4               30
o211ai_1             3
nand3_1              5
conb_1               3
a21oi_1              6
a21o_1               3
nor2_1               9
dlygate4sd2_1        4
inv_1                5
clkdlybuf4s50_1      6
buf_6                7
o21ai_1              3
nand2_1             13
repair_timing:
action / in CTS / in global routing
setup buffers: 2 / 0
gates cloned: 1 / 0
pin swaps: 7 / 1
setup endpoints to repair: 5 / 3
resized: 45 / 6
power by group:
| group | total (uW) | internal, uW | switching, uW |
|---|---|---|---|
| clock network | 0 | 0 | 0 |
| logic | 164 | 89.7 | 74.1 |
| registers | 0 | 0 | 0 |
layer usage:
metal,global-route usage,vias up
met5,0,-
met4,0,0
met3,0.00842,0
met2,0.104,19
met1,0.0795,407
li1,-,473
through the flow:
| stage | util | hold slack [ns] | cells |
|---|---|---|---|
| after global placement | 0.241 | 2.34 | 198 |
| after detailed placement | 0.241 | 2.35 | 198 |
| after floorplan | - | 1.28 | 109 |
| after global routing | 0.270 | 2.02 | 201 |
| after CTS | 0.266 | 2.02 | 201 |
| final | 0.270 | 1.92 | 201 |
how the worst max path moves through the flow:
stage / from / to / cells past startpoint
after CTS: in[11] / out[3] / 6
after global routing: in[6] / out[0] / 9
final: in[6] / out[0] / 9
cell families (layout without fill, tap and decap cells):
kind of cell    after synthesis  after routing  share of synthesized area
compound gates               42             42                      0.467
simple gates                 40             40                      0.273
buf+inv                      18             58                      0.151
fa+ha+maj                     4              4                     0.0727
mux                           2              2                     0.0306
other cells                   1              3                    0.00573
No activity file was given, so power comes from the tool's default toggle rates.
