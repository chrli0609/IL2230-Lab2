==> ./design.v <==
module MAC #(parameter N = 2, parameter QM = 12, parameter QN = 20, parameter WM = 6, parameter WN = 10)(
    input logic signed [QM + QN - 1:0] in,
    input logic signed [WM + WN - 1:0] weights,
    input logic signed [QM + QN + WM + WN + N - 1 : 0] feedback,
    output logic signed [QM + QN + WM + WN + N - 1:0] out
);
localparam SF = 2.0**-QN;
logic signed [QM + QN + WM + WN - 1 : 0] prod;
always_comb begin
    prod = in * weights;
    out = prod + feedback;
end
endmodule
module ReLU #(parameter N = 2, parameter QM = 12, parameter QN = 20) (
  input logic [QM + QN - 1:0] in,
  output logic [QM + QN - 1:0] out
);
  always_comb begin
    out = in[QM + QN - 1] ? 0 : in;
  end
endmodule
module semi_serial #(
    parameter N  = 2,
    parameter QM = 12,
    parameter QN = 20,
    parameter WM = 6,
    parameter WN = 10,
    parameter K  = 2
) (
    input logic clk,
    rst_n,
    input logic signed [QM + QN - 1:0] in[N-1:0],
    input logic signed [WM + WN - 1:0] weights[N-1:0],
    input logic signed [QM + QN - 1:0] bias,
    output logic [QM + QN - 1:0] out,
    output logic done
);
  logic signed [QM + QN + WM + WN + N - 1 : 0] partial_sum,
      feedback_reg[K-1:0],
      feedback_next[K-1:0],
      mac_out[K-1:0];
  logic [$clog2(N + K):0] i_reg, i_next;
  logic done_next;
  logic [QM + QN - 1:0] out_next;
  enum logic [1:0] {
    MultAcc = 2'b00,
    Bias = 2'b01,
    ActFunc = 2'b10
  }
      curr_state, next_state;
  logic signed [QM + QN - 1:0] mac_in[K-1:0];
  logic signed [WM + WN - 1:0] mac_weight[K-1:0];
  logic no_overflow, no_underflow;
  logic [QM + QN - 1:0] mac_final;
  logic [QM + QN - 1:0] out_not_registered;
  ReLU #(N, QM, QN) my_func (
      mac_final,
      out_not_registered
  );
  genvar k;
  generate
    for (k = 0; k < K; k++) begin
      MAC #(N, QM, QN, WM, WN) mac (
          mac_in[k],
          mac_weight[k],
          feedback_reg[k],
          mac_out[k]
      );
    end
  endgenerate
  always_comb begin
    next_state = curr_state;
    i_next = i_reg;
    done_next = 0;
    case (curr_state)
      MultAcc: begin
        if (i_reg >= N - 1) begin
          next_state = Bias;
        end else begin
          if(i_reg + K >= N - 1)
            next_state = Bias;
          else
            next_state = MultAcc;
          i_next = i_reg + K;
        end
      end
      Bias: begin
        next_state = ActFunc;
      end
      ActFunc: begin
        next_state = MultAcc;
        i_next = 0;
        done_next = 1;
      end
      default: begin
        next_state = MultAcc;
        i_next = 0;
      end
    endcase
  end
  always_comb begin
    no_overflow  = ~|partial_sum[QM+QN+WM+WN+N-1 : QM+QN+WN-1];
    no_underflow = &partial_sum[QM+QN+WM+WN+N-1 : QM+QN+WN-1];
    if (no_overflow | no_underflow) begin
      mac_final = partial_sum[QM+QN+WN-1 : WN];
    end else begin
      if (partial_sum[QM+QN+WM+WN+N-1]) mac_final = -(2 ** (QM + QN - 1));
      else mac_final = 2 ** (QM + QN - 1) - 1;
    end
  end
  always_comb begin
    out_next = 0;
    partial_sum = 0;
    for (int k = 0; k < K; k++) begin
      mac_in[k] = 0;
      mac_weight[k] = 0;
      feedback_next[k] = feedback_reg[k];
    end
    case (curr_state)
      MultAcc: begin
        for (int k = 0; k < K; k++) begin
          if (i_reg + k <=  N-1) begin
            feedback_next[k] = mac_out[k];
            mac_in[k] = in[i_reg + k];
            mac_weight[k] = weights[i_reg + k];
           end
        end
      end
      Bias: begin
        mac_in[0] = bias;
        mac_weight[0] = {0, 1'b1} << WN;
        feedback_next[0] = mac_out[0];
      end
      ActFunc: begin
        for (int k = 0; k < K; k++) begin
          feedback_next[k] = 0;
        end
        for (int k = 0; k < K; k++) begin
          partial_sum = partial_sum + feedback_reg[k];
        end
        out_next = out_not_registered;
      end
      default: begin
        for (int k = 0; k < K; k++) begin
          feedback_next[k] = 0;
        end
      end
    endcase
  end
  always_ff @(posedge clk, negedge rst_n) begin
    if (!rst_n) begin
      curr_state <= MultAcc;
      for (int k = 0; k < K; k++) begin
        feedback_reg[k] <= 0;
      end
      i_reg <= 0;
      done <= 0;
      out <= 0;
    end else begin
      curr_state <= next_state;
      for (int k = 0; k < K; k++) begin
        feedback_reg[k] <= feedback_next[k];
      end
      i_reg <= i_next;
      done <= done_next;
      out <= out_next;
    end
  end
endmodule
==> ./run.sh <==
#!/bin/bash
# OpenROAD 26Q1-2900-gdf79404cd8, Yosys 0.63+post, stock flow scripts
make -C /OpenROAD-flow-scripts/flow DESIGN_CONFIG=/design/flow/config.mk WORK_HOME=/design/flow/orfs finish
==> ./config.mk <==
export PLATFORM = sky130hd
export DESIGN_NAME = semi_serial
export DESIGN_NICKNAME = semi_serial
export VERILOG_FILES = /design/flow/design.v
export SDC_FILE = /design/flow/constraint.sdc
export NUM_CORES = 4
export LEC_CHECK = 1
export CORE_UTILIZATION = 50
export SYNTH_HDL_FRONTEND = slang
==> ./constraint.sdc <==
current_design semi_serial

set clk_period 30.6
set clk_io_pct 0.2

create_clock -name clk0 -period $clk_period [get_ports {clk}]

set non_clock_inputs [all_inputs -no_clocks]
set_input_delay [expr $clk_period * $clk_io_pct] -clock clk0 $non_clock_inputs
set_output_delay [expr $clk_period * $clk_io_pct] -clock clk0 [all_outputs]
==> run summary <==
Results of the implementation run.

The flow ran to the end, and the final reports show no timing, DRC or antenna violations. The number of levels in the clock H-tree came out at 4. The synthesis stat section lists a flop and latch total of 137.

The maximum clock frequency came out at 0.0727 GHz. The area of all placed cells without fillers is 0.0501 mm2. STA classifies the critical path startpoint as an input port. In this run the tools logged warnings totalling 28. The final weighted congestion of routability-driven global placement is 0.953. The reg-to-reg endpoint is feedback_reg[97].

By area the synthesized netlist is led by sky130_fd_sc_hd__fa_1, sky130_fd_sc_hd__inv_1, sky130_fd_sc_hd__ha_1. After synthesis, the largest area contributor takes up 46.9% of total cell area. The count of maximum capacitance violations came out at 0. The data required time of the critical path is 30,910 ps.

Following the worst setup path forward leads to its endpoint at feedback_reg[97]. The overall die height is 307 um. The path type of the worst setup path is input port to register.

The area reported by Yosys stat is 0.0465 mm2. The final critical path takes up 45.0% of the cycle. The min-delay analysis places its worst path in the category register to register. Total power normalized to cell area comes to 8.75 mW/mm2. The instance tally after logic synthesis is 5,187. The number of buffers and inverters on the critical path is 6. The transition time recorded at the tightest slew-check pin is 1160 ps. Per the detail_route report, DRC violations left total 0. The iteration count recorded for the first detailed-route pass is 5. The sequential-to-total area share from yosys stat is 7.37%. The chip area came out at 0.0942 mm2.

Before any placement, the netlist area is recorded as 0.0465 mm2. The fraction of registers with async set or reset after synthesis came out at 100%. The remaining antenna violation count came out at 0.

The via count of the first global-routing pass is 37,500. The row count is 111. Per the placement report, the placed cell count is 6,464. The core utilization before placement came out at 50.6%. The pin count of the biggest net entering global routing is 193. The global-route met1 utilization is 45.7%.

The wire-length estimate of the detail-placed layout is 103 mm. The number of top-level pins is 163. The post-synthesis average cell area came out at 8.97 um2. The peak supply drop is 0.0377 mV.

The total cells reported by yosys after synthesis is 5,187. The global-route wire length before repair came out at 204 mm. Per the synthesis report, the dominant area consumer among library cells is sky130_fd_sc_hd__fa_1. The met3 track demand over resource came out at 8.77%. The vias after detailed routing came out at 35,100. Per STA, the library cell used most along the worst path is sky130_fd_sc_hd__fa_1. From left edge to right edge, the die measures 307 um. The layout overhead on the synthesized area came out at 7.83%. The synthesized design contains 0 enable-type register cells. Input and output buffers added on the ports amount to 161. The initial DRC count is 1,833. The antenna diode count came out at 0. The worst setup path startpoint is weights[21]. The static leakage came out at 0.0267 uW. Overall routing resource usage recorded by global route was 30.1%.

The post-cts sizing count is 0. Per the skew report, the later register of the worst-skew pair sees a clock latency of 440 ps. The number of endpoints failing setup at the final stage came out at 0. The number of sinks on the clock net is 137. The Yosys warning count came out at 0.

The most used flip-flop cell after synthesis is sky130_fd_sc_hd__dfrtp_1. Endpoints failing hold in the final report were tallied at 0. In the final run the clock tree shows a worst skew of 13.8 ps. The number of cells traversed by the worst register-to-register path came out at 30. The routed design shows a wire length per standard cell of 19.0 um. The initial antenna violation count was 2. The largest buffer count on any clock path came out at 2. The worst endpoint data arrival time came out at 14,070 ps. The aggregate negative setup slack is 0 ps. The register with the most flip-flops in the layout has 100 of them. The count of unique library cells instantiated by Yosys is 81. Of all nets on the critical path, the largest fanout is 17. The type of destination of the critical path is a register.

The overall overflow remaining after global route came out at 0. The post-layout instance count excluding filler cells came out at 6,494. The number of vias per cell came out at 5.40.

The launch point of the worst register-to-register path is recorded as i_reg[1]. The proportion of layout cells with a drive suffix above 1 came out at 3.07%. The time the worst path needs with I/O delays and setup came out at 13,760 ps. For reference, the final report shows the max-slew violation count at 0. The total routed wirelength is 123 mm. TritonCTS built the clock tree. The max-slew check reports its worst relative slack as 22.6%. Setup repair after global routing left no endpoint under its margin. The clock transition at the registers of the reported paths is 60 ps. The routing layer with the top usage in global route is met2. The maximum single-stage delay on the critical path is 880 ps. The number of gates on the worst path with buffers counted is 25. Hold is met by 500 ps. The slack of the worst reg-to-reg path is 20,950 ps. Buffers inserted during clock tree synthesis total 17. The final core utilization is 54.5%.

In this design, the largest share of critical-path delay is due to adder cells. The number of setup buffers added after CTS is 0. The largest individual stage delay along the critical path comes from the cell sky130_fd_sc_hd__clkdlybuf4s50_1. The standard cell core area came out at 0.0919 mm2.

The global-route met2 utilization came out at 47.5%. Per the CTS log, the root buffer master is sky130_fd_sc_hd__clkbuf_16. The cell area after placement came out at 0.0496 mm2. The quantity of hold-fixing buffers added after cts came out at 0.
report_power, final:
part           switching (uW)  internal (uW)  total (uW)
Combinational            26.4           16.7        43.1
Clock                    86.2            128         214
Sequential                  0            181         181
cell usage after synthesis (3+ instances only):
cell type	number
sky130_fd_sc_hd__inv_1	1195
sky130_fd_sc_hd__fa_1	1090
sky130_fd_sc_hd__nand2_1	586
sky130_fd_sc_hd__nor2_1	414
sky130_fd_sc_hd__ha_1	318
sky130_fd_sc_hd__clkbuf_1	201
sky130_fd_sc_hd__and3_1	183
sky130_fd_sc_hd__o21ai_0	146
sky130_fd_sc_hd__a21oi_1	136
sky130_fd_sc_hd__dfrtp_1	136
sky130_fd_sc_hd__nand3_1	101
sky130_fd_sc_hd__and2_1	82
sky130_fd_sc_hd__xnor2_1	79
sky130_fd_sc_hd__a21o_1	58
sky130_fd_sc_hd__xor2_1	53
sky130_fd_sc_hd__a22o_1	51
sky130_fd_sc_hd__o21a_1	49
sky130_fd_sc_hd__a22oi_1	32
sky130_fd_sc_hd__nor3_1	27
sky130_fd_sc_hd__o21bai_1	27
sky130_fd_sc_hd__a211oi_1	22
sky130_fd_sc_hd__nand4_1	16
sky130_fd_sc_hd__buf_1	12
sky130_fd_sc_hd__o211ai_1	11
sky130_fd_sc_hd__nor2b_1	10
sky130_fd_sc_hd__or2_2	10
sky130_fd_sc_hd__or3_1	10
sky130_fd_sc_hd__nand2b_1	9
sky130_fd_sc_hd__a21boi_0	8
sky130_fd_sc_hd__a311oi_1	8
sky130_fd_sc_hd__a31oi_1	8
sky130_fd_sc_hd__a211o_1	6
sky130_fd_sc_hd__a41oi_1	6
sky130_fd_sc_hd__o31ai_1	6
sky130_fd_sc_hd__a31o_2	5
sky130_fd_sc_hd__a32o_1	5
sky130_fd_sc_hd__a221oi_1	4
sky130_fd_sc_hd__buf_6	4
sky130_fd_sc_hd__a311o_1	3
sky130_fd_sc_hd__nor4b_1	3
sky130_fd_sc_hd__o2111ai_1	3
sky130_fd_sc_hd__o221ai_1	3
sky130_fd_sc_hd__o31a_1	3
sky130_fd_sc_hd__or4_1	3
logic make-up after synthesis:
| logic type | after synthesis | synth area share [%] |
|---|---|---|
| xor gates and xnor gates | 132 | 2.49 |
| muxes | 2 | 0.0430 |
| adders and majority gates | 1408 | 55.5 |
| buffers and inverters | 1415 | 11.5 |
| AOI/OAI and AO/OA | 625 | 8.98 |
| other | 1 | 0.00806 |
| and+or+nand+nor | 1467 | 14.1 |
| DFF | 137 | 7.37 |
layout by cell type, fill, tap and decap left out, types with 8 or more instances in the layout:
master,Yosys,routed
sky130_fd_sc_hd__a31oi_1,8,8
sky130_fd_sc_hd__or3_1,10,10
sky130_fd_sc_hd__and2_1,82,81
sky130_fd_sc_hd__o21ai_0,146,146
sky130_fd_sc_hd__fa_1,1090,1090
sky130_fd_sc_hd__a311oi_1,8,8
sky130_fd_sc_hd__xor2_1,53,53
sky130_fd_sc_hd__nor3_1,27,26
sky130_fd_sc_hd__inv_1,1195,1195
sky130_fd_sc_hd__a21o_1,58,58
sky130_fd_sc_hd__nor2_1,414,413
sky130_fd_sc_hd__nand2_1,586,586
sky130_fd_sc_hd__buf_4,2,92
sky130_fd_sc_hd__clkdlybuf4s50_1,0,160
sky130_fd_sc_hd__or2_2,10,10
sky130_fd_sc_hd__nand4_1,16,16
sky130_fd_sc_hd__o21bai_1,27,27
sky130_fd_sc_hd__clkbuf_16,0,17
sky130_fd_sc_hd__nor2b_1,10,10
sky130_fd_sc_hd__a21boi_0,8,8
sky130_fd_sc_hd__o21a_1,49,49
sky130_fd_sc_hd__a211oi_1,22,22
sky130_fd_sc_hd__a22o_1,51,51
sky130_fd_sc_hd__o211ai_1,11,11
sky130_fd_sc_hd__nand3_1,101,101
sky130_fd_sc_hd__a22oi_1,32,32
sky130_fd_sc_hd__dfrtp_1,136,135
sky130_fd_sc_hd__and3_1,183,183
sky130_fd_sc_hd__a21oi_1,136,135
sky130_fd_sc_hd__nand2b_1,9,9
sky130_fd_sc_hd__xnor2_1,79,79
sky130_fd_sc_hd__ha_1,318,318
worst min path at each step:
stage                 cells past startpoint      from       end  slack (ps)
after global routing                      1  i_reg[1]  i_reg[1]         500
final                                     1  i_reg[1]  i_reg[1]         500
after CTS                                 1  i_reg[1]  i_reg[1]         500
area by class of cell:
class,instances,area (um2)
clock inverter,13,171
fill,8597,41800
clock buffer,17,425
timing repair buffer,254,2320
sequential,137,3430
multi-input combinational,3635,37800
tap,1243,1560
inverter,1195,4490
per-stage QoR:
stage | setup slack, ps | total power (uW)
floorplan | 17940 | 192
global placement | 16610 | 227
detailed placement | 16480 | 227
CTS | 16950 | 443
global route | 16340 | 455
finish | 16840 | 439
layer usage:
metal	vias to the layer above	part of all wire [%]
li1	15900	-
met1	18100	41
met2	934	50
met3	121	7.8
met4	2	1.7
met5	-	0.011
Power and IR drop assume default switching activity.
